--- design/flow/design.v ---
module FIR_Lowpass_Filter (
    input wire clk,
    input wire [15:0] data_in,
    output reg [40:0] data_out
);
    reg signed [15:0] delay_line [0:40];
    wire signed [27:0] products [0:40];
    reg signed [40:0] sum;
    wire signed [11:0] coeffs [0:40];
    assign coeffs[0]  =  12'sd19;
    assign coeffs[1]  =  12'sd15;
    assign coeffs[2]  =   12'sd9;
    assign coeffs[3]  =  -12'sd3;
    assign coeffs[4]  = -12'sd24;
    assign coeffs[5]  = -12'sd57;
    assign coeffs[6]  = -12'sd99;
    assign coeffs[7]  = -12'sd143;
    assign coeffs[8]  = -12'sd177;
    assign coeffs[9]  = -12'sd185;
    assign coeffs[10] = -12'sd151;
    assign coeffs[11] = -12'sd60;
    assign coeffs[12] =  12'sd99;
    assign coeffs[13] =  12'sd325;
    assign coeffs[14] =  12'sd610;
    assign coeffs[15] =  12'sd933;
    assign coeffs[16] =  12'sd1266;
    assign coeffs[17] =  12'sd1575;
    assign coeffs[18] =  12'sd1826;
    assign coeffs[19] =  12'sd1990;
    assign coeffs[20] =  12'sd2047;
    assign coeffs[21] =  12'sd1990;
    assign coeffs[22] =  12'sd1826;
    assign coeffs[23] =  12'sd1575;
    assign coeffs[24] =  12'sd1266;
    assign coeffs[25] =  12'sd933;
    assign coeffs[26] =  12'sd610;
    assign coeffs[27] =  12'sd325;
    assign coeffs[28] =  12'sd99;
    assign coeffs[29] = -12'sd60;
    assign coeffs[30] = -12'sd151;
    assign coeffs[31] = -12'sd185;
    assign coeffs[32] = -12'sd177;
    assign coeffs[33] = -12'sd143;
    assign coeffs[34] = -12'sd99;
    assign coeffs[35] = -12'sd57;
    assign coeffs[36] = -12'sd24;
    assign coeffs[37] =  -12'sd3;
    assign coeffs[38] =   12'sd9;
    assign coeffs[39] =  12'sd15;
    assign coeffs[40] =  12'sd19;
    genvar i;
    generate
        for (i = 0; i < 41; i = i + 1) begin : mult_stage
            assign products[i] = delay_line[i] * coeffs[i];
        end
    endgenerate
    integer j;
    always @(posedge clk) begin
        for (j = 40; j > 0; j = j - 1) begin
            delay_line[j] <= delay_line[j - 1];
        end
        delay_line[0] <= data_in;
        sum = 0;
        for (j = 0; j < 41; j = j + 1) begin
            sum = sum + products[j];
        end
        data_out <= sum;
    end
endmodule
--- design/flow/run.sh ---
#!/bin/bash
# OpenROAD 26Q1-2900-gdf79404cd8, Yosys 0.63+post, stock flow scripts
make -C /OpenROAD-flow-scripts/flow DESIGN_CONFIG=/design/flow/config.mk WORK_HOME=/design/flow/orfs finish
--- design/flow/config.mk ---
export PLATFORM = sky130hd
export DESIGN_NAME = FIR_Lowpass_Filter
export DESIGN_NICKNAME = FIR_Lowpass_Filter
export VERILOG_FILES = /design/flow/design.v
export SDC_FILE = /design/flow/constraint.sdc
export NUM_CORES = 4
export LEC_CHECK = 1
export CORE_UTILIZATION = 30
--- design/flow/constraint.sdc ---
current_design FIR_Lowpass_Filter

set clk_period 15.5
set clk_io_pct 0.2

create_clock -name clk0 -period $clk_period [get_ports {clk}]

set non_clock_inputs [all_inputs -no_clocks]
set_input_delay [expr $clk_period * $clk_io_pct] -clock clk0 $non_clock_inputs
set_output_delay [expr $clk_period * $clk_io_pct] -clock clk0 [all_outputs]
==> CHANGELOG.md <==
### Metrics

* Row count at roughly 250
* Setup TNS Final at 0 ns
* Top_reg_cell synth: dfxtp_1
* Chip area at between 400000 and 500000 µm²
* DR WL/cell at about 19 µm
* Vias in the first global route at between 90000 and 100k
* Critical path peak fanout at 8
* Tightest Pin Transition at between 1 and 1.5 ns
* EDFF count, synth at 0
* Clk sinks at about 700
* TritonCTS clock tree: yes
* Late-Pin Clk Latency at slightly above 0.9 ns
* Slowest-stage cell, CP: fa_1
* Synthesis-to-layout area growth at 8.68%
* Outcome: complete, no violations
* Worst slew margin at between 20% and 30%
* Post-route ant nets at 0
* Initial drt markers at between 2000 and 3000
* Setup bufs post-CTS at 0
* Vias at approximately 84000
* TritonRoute pass-1 iters at 5
* Clk root buf: clkbuf_16
* Post-synthesis sequential area ratio at 10.2%
* Critical Path AT at 15.37 ns
* Yosys top cell by instances: inv_1
* Remaining DRCs at 0
* Via density at approximately 4.3
* Cts hold-fix bufs at 0
* HP Class: reg -> reg
* Maximum clock frequency at 68.5 MHz
* Die width at about 680 µm
* Starting Density at 30.2%
* Post-synth area hogs: fa_1 (42%), ha_1 (23%), inv_1 (12%)
* Antenna violations before repair at 5
* Critical Path End Type: register
* Yosys chip area at between 100000 and 150000 µm²
* Grt ovf at 0
* Non-filler instance count after layout at just under 20000
* Period utilisation layout at between 90% and 100%
* Max-cap viol count at 0
* HPWL after DPL at roughly 330000 µm
* Die height at slightly below 700 µm
* Count of tool warnings at 176
* RSZ-0062 raised after global routing: no
* CP max stage delay at 0.54 ns
* Cell count listed in synth_stat.txt at ~13000
* Syn Area/Cell at ~10 µm²
* Largest net degree at the start of global routing at 33
* Placed Instances at just under 20000
* Final min period at approximately 15 ns
* GRT Total Usage at 17.6%
* Startpoint types: register
* Share of layout cells above drive strength 1 at under 10%
* Final RePlAce weighted congestion at approximately 1
* Post-synth regs at approximately 700
* Core footprint at roughly 450000 µm²
* Input/output buffers at 57
* Cell variety after synth at 76
* Synth Cell Area at 137000 µm²
* Max Slew Vio Count at 0
* Async SR Flop Fraction at 0%
* Total CTS buffers at just over 100
* Post-Synthesis Cells at between 10000 and 15000
* Crit Path Class: reg -> reg
* WP data required at between 15 and 20 ns
* # IOs at slightly below 60
* Cell taking the most area after synthesis: fa_1
* PostCTS Resize Cnt at 0
* DRT Wirelength at approximately 370000 µm
* Final Skew at around 0.10 ns
* Top post-synthesis cells by count: inv_1 (4362), fa_1 (2842), ha_1 (2567)
* End-of-flow core utilization at approximately a third
* Final setup fails at 0
* Crit-path most repeated cell: fa_1
* Synth Warn # at 2
* Final tally of hold violations at 0
* Top cell area share at between 40 and 50%
* CTS Buffer Depth at 4
* Worst-path clk slew at about 0.06 ns
* Htree depth at 3
* First-pass GRT wire length at between 500000 and 600000 µm
layout by cell type (no fill, tap or decap), drive strengths merged, types with 12 or more instances in the layout:
cell type | Yosys | final
a211oi | 37 | 37
o21a | 69 | 69
fa | 2842 | 2842
nor2b | 65 | 65
a31oi | 26 | 26
clkbuf | 14 | 134
ha | 2567 | 2567
dfxtp | 697 | 697
a211o | 14 | 14
xor2 | 170 | 170
o41ai | 14 | 14
mux2i | 18 | 18
o21bai | 57 | 57
and2 | 14 | 14
o31ai | 18 | 18
nor2 | 283 | 283
nand2 | 195 | 195
bufinv | 0 | 15
or3 | 16 | 16
o21ai | 201 | 201
a21boi | 19 | 19
a41oi | 12 | 12
nand2b | 58 | 58
and3 | 37 | 37
nand4 | 21 | 21
a21o | 181 | 181
clkdlybuf4s50 | 0 | 57
nand3 | 70 | 70
nor3 | 84 | 84
o211ai | 27 | 27
a21oi | 391 | 391
inv | 4362 | 4368
clkinv | 1 | 23
xnor2 | 442 | 442
buf | 3 | 34
or2 | 23 | 23
critical path: cells and delay by family (launching register included):
family	cells	cell delay (ns)
compound gates	19	3.89
flops	1	0.37
mux	1	0.37
xor+xnor	2	0.26
fa+ha+maj	20	8.49
buf+inv	10	0.49
simple gates	5	0.60
cell families after synthesis:
kind of cell | share of synthesized area (%)
buffers and inverters | 12.0
multiplexers | 0.189
adder cells (fa/ha/maj) | 65.0
flip-flops | 10.2
AND/OR/NAND/NOR | 3.15
AND-OR/OR-AND | 5.50
XOR/XNOR | 3.92
worst paths after layout:
path	start	end	slack [ns]	cells past startpoint
max reg2reg	delay_line[4][1]	data_out[37]	0.90	57
max	delay_line[4][1]	data_out[37]	0.90	57
min	delay_line[11][10]	delay_line[12][10]	0.30	0
min reg2reg	delay_line[11][10]	delay_line[12][10]	0.30	0
state kept, by name, indices dropped and copies added, names as in the netlist:
register	flops
delay_line	656
data_out	41
per-layer routing:
metal | track usage (%) | wire (µm) | up-vias
met5 | 0.677 | 224 | -
met4 | 5.67 | 16600 | 6
met3 | 10.1 | 48200 | 449
met2 | 26.5 | 164000 | 2115
met1 | 21.2 | 139000 | 40900
li1 | - | - | 40200
through the flow:
stage,worst slack (ns),hold slack [ns],cell area [µm²]
2_1_floorplan,2.04,0.331,137000
3_3_place_gp,0.621,0.333,145000
3_5_place_dp,0.702,0.337,145000
4_1_cts,0.594,0.290,149000
5_1_grt,0.0909,0.295,149000
6_report,0.896,0.299,149000
layout make-up:
cell class | count | area [µm²]
Fill cell | 45500 | 305000
Tap cell | 5976 | 7480
Sequential cell | 697 | 14000
Inverter | 4363 | 16400
Multi-Input combinational cell | 8113 | 106000
Timing Repair Buffer | 91 | 826
Antenna cell | 8 | 20.0
Clock inverter | 52 | 727
Clock buffer | 134 | 2900
